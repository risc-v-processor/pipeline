**/design/flow/run.sh**
```bash
#!/bin/bash
# OpenROAD 26Q1-2900-gdf79404cd8, Yosys 0.63+post, stock flow scripts
make -C /OpenROAD-flow-scripts/flow DESIGN_CONFIG=/design/flow/config.mk WORK_HOME=/design/flow/orfs finish
```
**/design/flow/constraint.sdc**
```tcl
current_design reg_file

set clk_period 15.8
set clk_io_pct 0.2

create_clock -name clk0 -period $clk_period [get_ports {clk}]

set non_clock_inputs [all_inputs -no_clocks]
set_input_delay [expr $clk_period * $clk_io_pct] -clock clk0 $non_clock_inputs
set_output_delay [expr $clk_period * $clk_io_pct] -clock clk0 [all_outputs]
```
**/design/flow/design.v**
```verilog
module reg_file(
	output [(32-1):0] reg_data_1, 
	output [(32-1):0] reg_data_2,   
	input rst,
	input wr_en,
	input clk, 
	input [(5-1):0] rd_reg_index_1, 
	input [(5-1):0] rd_reg_index_2, 
	input [(5-1):0] wr_reg_index,
	input [(32-1):0] wr_reg_data 
);
	reg [(32-1):0] reg_array [(32-1):0];
	integer i;
	assign reg_data_1 = reg_array[rd_reg_index_1];
	assign reg_data_2 = reg_array[rd_reg_index_2];
	always @ (posedge clk) begin
		if (rst) begin
			for(i=0; i<32; i=i+1) begin
				reg_array[i] <= {32{1'b0}};
			end
		end
		else begin
			if (wr_en && wr_reg_index != {32{1'b0}}) begin
				reg_array[wr_reg_index] <= wr_reg_data;
			end
		end
	end
endmodule
```
**/design/flow/config.mk**
```make
export PLATFORM = sky130hd
export DESIGN_NAME = reg_file
export DESIGN_NICKNAME = reg_file
export VERILOG_FILES = /design/flow/design.v
export SDC_FILE = /design/flow/constraint.sdc
export NUM_CORES = 4
export LEC_CHECK = 1
export CORE_UTILIZATION = 50
```
==> impl_metrics.json <==
{
  "h-tree-depth": 3,
  "post_cts_buffers": 0,
  "cts_tree": "built",
  "fin_ws_ns": 5.31,
  "holdBufCountCts": 0,
  "yosys.area.top_type": "edfxtp_1",
  "area_leaders": "edfxtp_1 55%, mux2i_1 18%, and2_1 11%",
  "yosys_warnings": 1,
  "rows": 122,
  "via_per_inst": 6.17,
  "die_x_microns": 336,
  "vias": 38100,
  "slew_viol_final": 0,
  "ys_seq_elements": 1024,
  "rsz0062_at_grt": "no",
  "gp_congestion": 0.897,
  "drc_errors": 0,
  "reg.largest.list": "reg_array x1024",
  "cp_slowest_cell": "nor2b_4",
  "relSlewSlack_pct": 29.9,
  "setup-tns-final_ns": 0,
  "ys_seq_share_pct": 55.0,
  "grt_use_total_pct": 38.7,
  "cp-end-kind": "primary output",
  "crit_type": "in -> out",
  "tightest_slew_ns": 1.05,
  "coreArea_sq_mm": 0.111,
  "placed_cell_area_sq_mm": 0.0583,
  "powerDensity_mw_per_mm2": 109,
  "overflow": 0,
  "slowest_delay_ns": 0.91,
  "cp.arrival_ns": 7.33,
  "crit_chain": "clkdlybuf4s50_1, nor2b_4, buf_4, buf_4, a22o_1, nor3_1, a31oi_1, nand3_1, clkdlybuf4s50_1",
  "min_path_type": "in -> reg",
  "post-dp-hpwl_mm": 108,
  "synth.top_cell.area_share_pct": 55.0,
  "fp_util_pct": 50.5,
  "cts.path.max_buffers": 3,
  "cts_root_buf": "clkbuf_16",
  "ioPinCount": 114,
  "p_leak_nw": 24.2,
  "min_period_ns": 10.49,
  "final_antenna_net_count": 0,
  "maxCapViolCount": 0,
  "numClockSinks": 1024,
  "drt_iter0_markers": 2652,
  "dpl_worst_slack_ns": 5.41,
  "routedWlPerCell_microns": 32.3,
  "tool_warnings": 26,
  "largest_register_ffs": 1024,
  "ys_cells": 4605,
  "clock.fmax_ghz": 0.0953,
  "fin_area_sq_mm": 0.0622,
  "max_flop_register": "reg_array",
  "syn_avg_cell_area_sq_um": 12.1,
  "cts_buffers": 117,
  "startpoint_type": "primary input",
  "area_delta_synth_final_pct": 11.2,
  "fin_crit_sh_pct": 66.4,
  "ir_worst_vdd_mv": 0.0802,
  "grt_pass1_vias": 38700,
  "synth_area_sq_mm": 0.0559,
  "synth_cells": 4605,
  "synth-area-yosys_sq_mm": 0.0559,
  "portBuffers": 113,
  "final_cells": 6170,
  "grt_max_degree": 81,
  "antenna_found_initial": 9,
  "setup_viol": 0,
  "wl_mm": 199,
  "hold_viol": 0,
  "cts.clk_slew.worst_paths_ns": 0.06,
  "power.total_w": 0.00675,
  "crit_fanout": 33,
  "status": "complete, no violations",
  "synth_cell_types": 29,
  "first_pass_iters": 6,
  "dieArea_sq_mm": 0.113,
  "drive_above_1_share_pct": 8.69,
  "numPlacedInstances": 5946,
  "grt_pass1_wl_mm": 281,
  "die_height_microns": 336,
  "cts_resized": 0,
  "cp.required_ns": 12.64
}
[critical path: cells and delay by family]
kind	cells	cell delay, ns
compound gates	2	0.59
buf+inv	4	2.25
simple gates	3	1.27
[layout by cell type (no fill, tap or decap), drive strengths merged]
master / instances
a21oi: 192
a22o: 128
a22oi: 192
a31oi: 64
and2: 994
buf: 158
bufinv: 16
clkbuf: 141
clkdlybuf4s50: 110
clkinv: 50
clkinvlp: 3
conb: 32
diode: 12
edfxtp: 1024
inv: 2
mux2i: 1024
nand2: 196
nand2b: 5
nand3: 194
nand3b: 4
nor2: 35
nor2b: 5
nor3: 64
or2: 33
or3: 2
or3b: 2
[synthesized netlist by cell type]
| cell type | number |
|---|---|
| nor2_4 | 7 |
| nand2b_1 | 5 |
| clkbuf_1 | 224 |
| and2_1 | 994 |
| buf_6 | 12 |
| nand2_1 | 196 |
| buf_2 | 112 |
| nor2_2 | 5 |
| clkbuf_4 | 7 |
| nand3_1 | 193 |
| or3b_4 | 2 |
| mux2i_1 | 1024 |
| clkbuf_2 | 8 |
| or2_2 | 33 |
| buf_1 | 20 |
| nor3_1 | 64 |
| buf_4 | 63 |
| a21oi_1 | 192 |
| a31oi_1 | 64 |
| nor2_1 | 23 |
| a22o_1 | 128 |
| a22oi_1 | 192 |
| edfxtp_1 | 1024 |
| conb_1 | 1 |
| or3_1 | 2 |
| nor2b_1 | 5 |
| nand3b_1 | 3 |
| nand3_2 | 1 |
| nand3b_2 | 1 |
[final timing paths]
kind / startpoint / to / slack (ns) / cells past startpoint
worst max-delay path: rd_reg_index_1[0] / reg_data_1[13] / 5.31 / 9
worst min-delay path: rst / reg_array[0][1] / 3.01 / 1
[where the power goes]
part	internal [W]	switching [W]
Combinational	0.000283	0.000504
Sequential	0.00314	0.0000717
Clock	0.00164	0.00112
Total	0.00506	0.00169
[cell type report]
cell class	count	area (sq um)
flip-flops and latches	1024	30700
well taps	1488	1860
clock inverters	71	769
repair buffers	268	2350
multi-input cells	3166	23300
fillers	8854	48500
diodes	12	30.0
clock buffers	141	3080
[stage by stage]
step,hold WS [ns],util (%)
floorplan,3.36,-
global placement,3.71,52.7
detailed placement,3.72,52.7
CTS,2.97,56.1
global route,2.98,56.1
finish,3.01,56.2
[routing by layer]
layer | vias up | track usage (%) | part of all wire (%)
met5 | - | 2.26 | 0.20
met4 | 14 | 13.6 | 4.5
met3 | 485 | 23.2 | 15
met2 | 2340 | 55.5 | 45
met1 | 18400 | 50.7 | 36
li1 | 16800 | - | -
[logic make-up after synthesis]
logic type             share of synthesized area (%)
and+or+nand+nor                                 15.7
muxes                                           18.3
DFF                                             55.0
AOI/OAI and AO/OA                               7.02
buffers and inverters                           3.90
other                                        0.00671
Power and IR drop assume default switching activity.
