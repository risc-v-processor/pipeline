**/design/flow/design.v**
```verilog
module Exec(
	input [(32-1):0] Operand1,		 
	input [(32-1):0] Operand2,     
	input [(5-1):0] Operation,      
	output reg bcond,
	output reg [(32-1):0] Out      
);
	reg flag;
	always@(*)	
	begin
		if(Operation[(5 - 1)]==1)
		begin
			flag=(Operand1==Operand2);
			case(Operation[(5-2):0])
				4'b0000: begin
					bcond=flag;
					Out=32'bx;
				end
				4'b0001: begin
					bcond=~flag;
					Out=32'bx;
				end
				4'b0101: begin				 
					if($signed(Operand1)>=$signed(Operand2))
						bcond=1;						
					else
						bcond=0;
					Out=32'bx;
				end
				4'b0111: begin
					if(Operand1>=Operand2)
						bcond=1;
					else
						bcond=0;
					Out=32'bx;
				end
				4'b0100: begin
					if($signed(Operand1)<$signed(Operand2))
						bcond=1;						
					else					
						bcond=0;
					Out=32'bx;
				end	
				4'b0110: begin
					if(Operand1<Operand2)
						bcond=1;						
					else	
						bcond=0;
					Out=32'bx;
				end
				4'b1001: begin
					Out=(Operand1+Operand2);
					Out[0]=1'b0;
					bcond=1'b0;						 
				end
				4'b1000: begin
					Out=Operand2;
					bcond=1'b0;
				end						
				default: begin
					bcond=0;
					Out=32'bx;
				end
			endcase
		end
		else
		begin
			case(Operation[3:0])
				4'b0000 : begin
					Out = Operand1 + Operand2; 			 
					bcond=1'b0;
				end
				4'b1000: begin
					Out = Operand1 - Operand2; 			 
					bcond=1'b0;
				end
				4'b0100: begin
					Out = Operand1 ^ Operand2; 			 
					bcond=1'b0;
				end		
				4'b0110: begin
					Out = Operand1 | Operand2; 			 
					bcond=1'b0;
				end
				4'b0111: begin
					Out = Operand1 & Operand2; 			 
					bcond=1'b0;
				end
				4'b0011: begin
					if(Operand1 < Operand2)				 
						Out=1;
					else
						Out=0;
					bcond=1'b0;			
				end
				4'b0010: begin
					if($signed(Operand1) < $signed(Operand2))	 
						Out=1;
					else
						Out=0;	
					bcond=1'b0;	
				end		
				4'b0001: begin
					Out = Operand1 << Operand2[4:0]; 	 
					bcond=1'b0;
				end
				4'b0101: begin
					Out =Operand1 >> Operand2[4:0]; 	 
					bcond=1'b0;
				end
				4'b1101: begin
					Out = Operand1 >>> Operand2[4:0];	 
					bcond=1'b0;
				end
				default: begin
					Out={(32){1'bx}};
					bcond=1'b0;
				end
			endcase			
		end		 
	end	  
endmodule
```
**/design/flow/config.mk**
```make
export PLATFORM = sky130hd
export DESIGN_NAME = Exec
export DESIGN_NICKNAME = Exec
export VERILOG_FILES = /design/flow/design.v
export SDC_FILE = /design/flow/constraint.sdc
export NUM_CORES = 4
export LEC_CHECK = 1
export CORE_UTILIZATION = 30
```
**/design/flow/constraint.sdc**
```tcl
current_design Exec

set clk_period 14.9
set clk_io_pct 0.2

create_clock -name clk0 -period $clk_period

set non_clock_inputs [all_inputs -no_clocks]
set_input_delay [expr $clk_period * $clk_io_pct] -clock clk0 $non_clock_inputs
set_output_delay [expr $clk_period * $clk_io_pct] -clock clk0 [all_outputs]
```
**/design/flow/run.sh**
```bash
#!/bin/bash
# OpenROAD 26Q1-2900-gdf79404cd8, Yosys 0.63+post, stock flow scripts
make -C /OpenROAD-flow-scripts/flow DESIGN_CONFIG=/design/flow/config.mk WORK_HOME=/design/flow/orfs finish
```
==> notes.md <==
Here are the numbers from the latest Yosys + OpenROAD run.

The number of global-route vias before repair came to 10400. The proportion of synthesized area in mux cells came out at 19.5%. The category of the worst setup path launch point is an input port. The top logic cell family in the synthesized netlist is AND-OR/OR-AND gates. The number of vias per cell after detailed routing came out at 6.30. The total cells reported by yosys after synthesis is 1341. The run reported a max-capacitance violation count of 0. The starting density of the core is 30.7%.

According to the timing report, the data required time at the worst endpoint equals 11.92 ns. The floorplan core area is 0.0298 mm². Looking at the post-CTS report, the setup buffer insertion count equals 0. The completed layout was analyzed and its total power is 0.000450 W. The maximum fanout along the worst path came out at 10. The die boundary height came out at 177 µm. After Yosys synthesis, AND-OR and OR-AND compound gates account for 33.6% of the synthesized area.

The residual overflow from global routing came out at 0. The post-synthesis instance total came out at 1341. The number of synthesis warnings is 1. The final route contains 11100 vias. The cell area after synthesis came out at 0.00914 mm². The register cell area after layout came out at 0 µm². The utilization of the core after routing is 34.9%.

The synthesis run shows the most used standard cells to be sky130_fd_sc_hd__nor2_1 (138), sky130_fd_sc_hd__a21oi_1 (131), sky130_fd_sc_hd__nand2_1 (113). The number of buffer cells added on primary ports is 102. The simple-gate area share of the yosys netlist came out at 19.2%. For this design the static power due to leakage is 4.22 nW. Adding up every negative setup slack in the final design gives 0 ns. There are 0 flip-flops and latches. The number of antenna violations at the first check in global routing is 2.

At the worst endpoint, the arrival time is 7.76 ns. The number of gates resized after CTS is 0. The multi-input logic area came out at 0.00826 mm². The layout cell share with drive strength beyond 1 came out at 8.11%. Setup repair after global routing left no endpoint under its margin. The power density of the placed cells came out at 43.3 mW/mm². The hold violation total from the final report is 0.

The total of hold buffers inserted after clock tree synthesis came out at 0. The cell type of the slowest stage on the worst timing path is sky130_fd_sc_hd__nor4_1. The aggregate routed wire length is 45600 µm.

Per the synthesis report, the number of distinct cell types is 82. The width of the die came out at 177 µm. The peak clock frequency supported by timing came out at 93.1 MHz.

The largest stage delay on the critical path is 0.89 ns. The most popular library cell in the synthesized design by count is sky130_fd_sc_hd__nor2_1. The sequential fraction of the synthesis area is 0%. The parity-gate share of the synthesized area counting xor and xnor cells is 4.31%.

After synthesis, the chip area reported by Yosys is 0.00914 mm². Entering global routing, the biggest net connects 73 pins. The transition time at the pin with the least slew margin came out at 1.04 ns. The count of unresolved DRC violations after routing came out at 0. The area share of fa/ha/maj cells after synthesis is 13.7%. The worst slack on hold paths is 6.99 ns. According to the hold report, the worst path is of the input port to output port type. The analysis reports a worst IR drop on VDD of 0.0278 mV.

The final cell count without fillers came out at 1759. The area added between synthesis and finish is 13.7%. The beginning of the worst hold path is Operand2[13].

Global routing consumed, over all layers together, 29.5% of the routing resources. For reference, the top cells by area after synthesis are sky130_fd_sc_hd__ha_1 (13%), sky130_fd_sc_hd__mux4_2 (9.6%), sky130_fd_sc_hd__mux2i_1 (8.0%). The dominant cell type by area after synthesis is sky130_fd_sc_hd__ha_1.

The pre-antenna-repair detailed-routing pass consisted of 6 iterations. The count of endpoints failing setup in the final report is 0. The placer congestion estimate is 1.05. The half-perimeter wire length after placement is 35700 µm. The worst path uses 72.1% of the clock period. The first global-routing pass estimated 67500 µm of wire. The critical path goes through clkdlybuf4s50_1, inv_1, ha_1, nor4_1, o31a_1, nor3_2, o21ai_2, a211oi_2, o31a_1, nor4b_2, mux2_1, a32oi_1, clkdlybuf4s50_1. In the setup report, the worst path falls into the class input port to output port.

The number of nets with antenna violations after routing is 0. The total of clock buffers placed in the layout came out at 0. The iteration-0 DRC count of the detailed router is 1246. The worst pin sits at a relative slew slack of 30.0%. The chip area is 0.0312 mm².

According to the timing report, the critical path is launched from Operand2[4]. The cell row count is 63. The run finished with clean final reports.

The worst path needs 10.74 ns of the cycle, external delays included. The top-area cell type share of the netlist area is 13.3%. The total number of warnings across the stage logs came out at 97.

The number of top-level pins is 102. The number of instances in the placed design is 1759. For reference, the final report shows the max-slew violation count at 0.

The kind of capture point of the worst setup path is an output port. The script logs the mean routed wire length per placed instance as 25.9 µm. The repair_antennas step left the layout with diodes totalling 0.

The synthesized area per cell is 6.81 µm². The number of filler cells placed in the layout is 3221.
## final timing paths
check	end	cells past startpoint	slack [ns]
min	Out[13]	4	6.99
max	Out[27]	13	4.16
## per-layer routing
metal / vias up / global-route usage, % / routed length, µm
li1: 5033 / - / -
met4: 4 / 11.4 / 2060
met5: - / 0 / 27
met1: 5295 / 42.3 / 19700
met2: 652 / 44.3 / 19800
met3: 102 / 4.61 / 4050
## per-stage QoR
| stage | setup slack [ns] | instance area (µm²) |
|---|---|---|
| detailed placement | 4.35 | 10400 |
| global route | 4.03 | 10400 |
| floorplan | 5.65 | 9140 |
| CTS | 4.33 | 10400 |
| finish | 4.16 | 10400 |
| global placement | 4.32 | 10400 |
## cells by family (layout without fill, tap and decap cells)
family,Yosys count,count (layout)
XOR/XNOR,45,45
buffers and inverters,216,244
multiplexers,127,127
adder cells (fa/ha/maj),99,99
AND-OR/OR-AND,466,466
AND/OR/NAND/NOR,388,388
## power by group
| part | internal (W) | total, W | switching, W |
|---|---|---|---|
| clock network | 0 | 0 | 0 |
| logic | 0.000181 | 0.000450 | 0.000269 |
| registers | 0 | 0 | 0 |
| total | 0.000181 | 0.000450 | 0.000269 |
## layout make-up
type / instances / share of cell area, %
Inverter: 114 / 4.14
Multi-Input combinational cell: 1125 / 79.5
Tap cell: 390 / 4.70
Timing Repair Buffer: 130 / 11.6
## critical path: cells and delay by family
kind / cells / cell delay (ns)
fa+ha+maj: 1 / 0.45
buf+inv: 3 / 1.36
simple gates: 3 / 1.25
mux: 1 / 0.36
compound gates: 5 / 1.35
## placed cells by master, fill, tap and decap left out, drive strengths merged, types with 12 or more instances in the layout
cell type,n
o21bai,14
nor4,12
clkdlybuf4s50,97
a21oi,131
a31oi,14
o21ai,95
mux4,39
mux2i,74
or3,13
a221oi,17
xnor2,34
o211ai,17
mux2,14
a211oi,20
nor2,138
o22ai,24
nor3,38
inv,114
buf,33
nand3,26
nand2,114
ha,97
a22oi,28
Power figures rest on the tool's default switching activity, not on a simulated workload.
