===== flow/run.sh =====
#!/bin/bash
# OpenROAD 26Q1-2900-gdf79404cd8, Yosys 0.63+post, stock flow scripts
make -C /OpenROAD-flow-scripts/flow DESIGN_CONFIG=/design/flow/config.mk WORK_HOME=/design/flow/orfs finish

===== flow/config.mk =====
export PLATFORM = sky130hd
export DESIGN_NAME = sz_ex
export DESIGN_NICKNAME = sz_ex
export VERILOG_FILES = /design/flow/design.v
export SDC_FILE = /design/flow/constraint.sdc
export NUM_CORES = 4
export LEC_CHECK = 1
export CORE_AREA = 10 10 70 70
export DIE_AREA = 0 0 80 80

===== flow/design.v =====
module sz_ex(
	output reg [(32 - 1):0] sz_ex_val,
	input [(32 - 1):0] inst
);
	function [(32-1):0] sz_ex_12_to_32;
		input [11:0] val;
		input k;
		begin
			sz_ex_12_to_32[11:0] = val;
			if (k==1'b1) begin
				sz_ex_12_to_32[31:12] = {(32-12){val[11]}};
			end
			else begin
				sz_ex_12_to_32[31:12] = {(32-12){1'b0}};
			end
		end
	endfunction
	always @ (*) begin
		if (inst[1:0] == 2'b11) begin
			case (inst[6:2])
				5'b11001: begin
					sz_ex_val = sz_ex_12_to_32(inst[31:20],1'b1);				
				end
				5'b00000: begin
					sz_ex_val = sz_ex_12_to_32(inst[31:20],!inst[14]);
				end
				5'b00100: begin
					if(inst[14:12] == 3'b001 || inst[14:12] == 3'b101) begin
						sz_ex_val[4:0] = inst[24:20];
						sz_ex_val[31:5] = {(32-5){1'b0}};
					end
					else begin
						if(inst[14:12] == 3'b011) begin
							sz_ex_val = sz_ex_12_to_32(inst[31:20], 1'b0);
						end
						else begin
							sz_ex_val = sz_ex_12_to_32(inst[31:20], 1'b1);
						end
					end
				end
				5'b01000: begin
					sz_ex_val = sz_ex_12_to_32({inst[31:25],inst[11:7]}, 1'b1);
				end
				5'b11000: begin
					if(inst[14:13] == 2'b11) begin
						sz_ex_val[0] = 1'b0;
						sz_ex_val[12:1] = {inst[31], inst[7], inst[30:25], inst[11:8]};
						sz_ex_val[31:13] = {(32-13){1'b0}};
					end
					else begin
						sz_ex_val[0] = 1'b0;
						sz_ex_val[12:1] = {inst[31], inst[7], inst[30:25], inst[11:8]};
						sz_ex_val[31:13] = {(32-13){inst[31]}};
					end
				end
				5'b01101, 5'b00101: begin
					sz_ex_val[31:12] = inst[31:12];
					sz_ex_val[11:0] = {(32-20){1'b0}};
				end
				5'b11011: begin
					sz_ex_val[0] = 1'b0;
					sz_ex_val[20:1] = {inst[31], inst[19:12], inst[20], inst[30:21]};
					sz_ex_val[31:21] = {(32-21){inst[31]}};
				end
				default: begin
					sz_ex_val = {32{1'bx}};
				end
			endcase
		end
		else begin
			sz_ex_val = {32{1'bx}};
		end
	end
endmodule

===== flow/constraint.sdc =====
current_design sz_ex

set clk_period 4.4
set clk_io_pct 0.2

create_clock -name clk0 -period $clk_period

set non_clock_inputs [all_inputs -no_clocks]
set_input_delay [expr $clk_period * $clk_io_pct] -clock clk0 $non_clock_inputs
set_output_delay [expr $clk_period * $clk_io_pct] -clock clk0 [all_outputs]

==> run notes <==
run metrics: status=complete, no violations, Hold Vio Cnt, Final=0, area of the mapped netlist=636 µm², Psw=0.0465 mW, pre-CTS setup slack=124 ps, register area=0 µm², post-route ant nets=0, yosys warning tally=1, # diodes=0, worst hold slack=2650 ps, Via-to-Cell Ratio=between 4 and 5, placed insts=about 220, first-pass GRT wire length=4400 µm, Worst EP arrival=roughly 3300 ps, VDD IR max=around 44 µV, crit path buf inv count=3, Slew Limit Fails=0, DR vias=980, Flop pwr share=0%, fp util=18.6%, Final min period=roughly 4200 ps, Leak=0.482 nW, Core ar.=3420 µm², Fill cells=about 350, dpl cell area=1340 µm², IO Port Bufs=just over 60, Hold Path Depth=4, Die ar.=6400 µm², Top cells excl fill/tap=62 x clkdlybuf4s50_1, 29 x nand2_1, 9 x o21ai_2, RSZ-0062 raised after global routing=no, FP Rows=21, ys cells=between 100 and 150, WP depth=7, WL final=2840 µm, hold_buf cts=0, CP max stage cell=or4b_1, post-layout period usage of the worst path=95.8%, Final GP Congestion=0.795, Top-Level Pins=64, CP most frequent cell=clkdlybuf4s50_1, Die X=80 µm, drt pass-1 iters=4, flop count=0, Worst slew margin=a little under half, clock power share=0%, total setup buffers inserted after CTS=0, Final HPWL DP=~2400 µm, Die Y=80 µm, GRT Resource Usage Total=under 10%, worst slew pin tran=795 ps, Critical Path Max Stage Delay=slightly below 600 ps, Hold Crit Class=input port to output pin, layout cells sized above 1=between 15 and 20%, count of final setup violators=0, DRT iter0 DRCs=10, fin area=roughly 1400 µm², type of origin of the critical path=input port, fin worst setup slack=about 190 ps, Area growth, synth to finish=112%, clock buffer count=0, Final Core Density=roughly two fifths, Synth Seq Share=0%, crit path DRT=3520 ps, syn avg cell area=5.89 µm², drt drc=0, antenna violations before repair=0, f_max=0.237 GHz, sw frac=34.0%, logic gate share of total power=100.0%, yosys synthesis chip area=636 µm², number of global-route vias before repair=965, delay-heaviest family, CP=buffers and inverters, DR WL/cell=~13 µm, Final Non-Filler Cells=216, Pint=between 0.09 and 0.1 mW, Cell variety after synth=37, Syn Inst Count=108, total negative slack=0 ps, WS Path Type=input port to output pin, count of tool warnings=34, max_cap viols=0, crit-path max FO=11, MI comb area=approximately 600 µm², worst-path cell chain=clkdlybuf4s50_1 -> or4b_1 -> a211oi_2 -> a311oi_4 -> buf_4 -> o21ai_2 -> clkdlybuf4s50_1, most instantiated logic cell after routing=clkdlybuf4s50_1, PD cells=101 nW/µm², pin count of the biggest net entering global routing=22, total grt overflow=0, CP Capture Type=output pin, Power Total=0.137 mW
## final cells by class
class | count | area share [%]
repair buffers | 70 | 50.4
inverters | 2 | 0.556
well taps | 46 | 4.26
multi-input cells | 98 | 44.8
## per-layer routing
layer	GRT usage, %	vias up	wire, µm
li1	-	516	-
met1	10.3	423	1320
met2	12.8	41	1160
met3	3.41	0	360
met4	0	0	0
met5	0	-	0
## path summary, 6_finish.rpt
path / from / endpoint / slack (ps)
hold / removal: inst[11] / sz_ex_val[4] / 2650
setup / recovery: inst[3] / sz_ex_val[30] / 190
## power by group through the flow
| stage | Sequential, mW | Clock, mW | Combinational, mW |
|---|---|---|---|
| CTS | 0 | 0 | 0.138 |
| finish | 0 | 0 | 0.137 |
| global route | 0 | 0 | 0.151 |
## what timing repair did
item | CTS | global route
hold endpoints to repair | 0 | 0
resized | 0 | 1
setup endpoints to repair | 0 | 1
## synthesized netlist by cell type, drive strengths merged
cell type  number  area share [%]
o22ai           1            0.98
nand2b          2             2.0
nand4b          1             1.4
o32ai           1             1.4
a311oi          3             5.1
nor4            1            0.98
and2            6             5.9
inv             2             1.2
or3             2             2.0
buf             3             3.3
nor2            2             1.2
or4b            2             3.1
nor3            2             1.6
or2             1            0.98
nor2b           4             3.9
nand3           5             3.9
and3b           1             1.4
o221a           1             1.8
a31oi           1            0.98
clkbuf          5             3.1
o21bai          1             1.2
a21boi          1             1.8
nand4           1            0.98
or3b            2             2.8
nand2          29              17
nand3b          1             1.2
and3            2             2.0
a21oi           2             2.2
o21ai          22              23
a211oi          1             2.0
## logic make-up (layout without fill, tap and decap cells)
kind of cell / after synthesis / in the layout / synth area share, %
AND-OR/OR-AND: 34 / 34 / 40.0
buffers and inverters: 10 / 72 / 7.68
AND/OR/NAND/NOR: 64 / 64 / 52.4
Power figures rest on the tool's default switching activity, not on a simulated workload.
